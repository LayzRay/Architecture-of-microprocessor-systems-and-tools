===== flow/run.sh =====
#!/bin/bash
# OpenROAD 26Q1-2900-gdf79404cd8, Yosys 0.63+post, stock flow scripts
make -C /OpenROAD-flow-scripts/flow DESIGN_CONFIG=/design/flow/config.mk WORK_HOME=/design/flow/orfs finish

===== flow/config.mk =====
export PLATFORM = sky130hd
export DESIGN_NAME = miriscv_ram
export DESIGN_NICKNAME = miriscv_ram
export VERILOG_FILES = /design/flow/design.v
export SDC_FILE = /design/flow/constraint.sdc
export NUM_CORES = 4
export LEC_CHECK = 1
export CORE_UTILIZATION = 50

===== flow/constraint.sdc =====
current_design miriscv_ram

set clk_period 25.0
set clk_io_pct 0.2

create_clock -name clk0 -period $clk_period [get_ports {clk_i}]

set non_clock_inputs [all_inputs -no_clocks]
set_input_delay [expr $clk_period * $clk_io_pct] -clock clk0 $non_clock_inputs
set_output_delay [expr $clk_period * $clk_io_pct] -clock clk0 [all_outputs]

===== flow/design.v =====
module miriscv_ram
#(
  parameter RAM_SIZE      = 256,  
  parameter RAM_INIT_FILE = ""
)
(
  input clk_i,
  input rst_n_i,
  output logic  [31:0]  instr_rdata_o,
  input         [31:0]  instr_addr_i,
  output logic  [31:0]  data_rdata_o,
  input                 data_req_i,
  input                 data_we_i,
  input         [3:0]   data_be_i,
  input         [31:0]  data_addr_i,
  input         [31:0]  data_wdata_i
);
  reg [31:0]    mem [0:RAM_SIZE/4-1];
  reg [31:0]    data_int;
  integer ram_index;
  initial begin
    if(RAM_INIT_FILE != "")
      $readmemh(RAM_INIT_FILE, mem);
    else
      for (ram_index = 0; ram_index < RAM_SIZE/4-1; ram_index = ram_index + 1)
        mem[ram_index] = {32{1'b0}};
  end
  assign instr_rdata_o = mem[(instr_addr_i % RAM_SIZE) / 4];
  always@(posedge clk_i) begin
    if(!rst_n_i) begin
      data_rdata_o  <= 32'b0;
    end
    else if(data_req_i) begin
      data_rdata_o <= mem[(data_addr_i  % RAM_SIZE) / 4];
      if(data_we_i && data_be_i[0])
        mem [data_addr_i[31:2]] [7:0]  <= data_wdata_i[7:0];
      if(data_we_i && data_be_i[1])
        mem [data_addr_i[31:2]] [15:8] <= data_wdata_i[15:8];
      if(data_we_i && data_be_i[2])
        mem [data_addr_i[31:2]] [23:16] <= data_wdata_i[23:16];
      if(data_we_i && data_be_i[3])
        mem [data_addr_i[31:2]] [31:24] <= data_wdata_i[31:24];
    end
  end
endmodule

==> Slide: Implementation Results <==
Synthesis and Place & Route Summary

Outcome
  • Status: finished clean

Global routing
  • Remaining global-route overflow: 0
  • Pin count of the biggest net entering global routing: 89
  • First-pass GRT wire length: 491000 um
  • Vias in the first global route: 65700
  • Overall Global Routing Usage: 41.2%
  • Initial antenna violation count: 25

Detailed routing
  • Drt drc: 0
  • Drt via density: 7.17
  • 1st-pass router iterations: 6
  • DR iter-0 viols: 5012
  • Vias: 61000
  • Final Routed Wirelength: 352000 um
  • Final antenna-violating net count: 0
  • Routed len/inst: 41.4 um

Clock tree
  • CTS sink cnt: 2080
  • Cts bufs inserted: 217
  • Setup bufs post-CTS: 0
  • Clk latency late pin: 880 ps
  • CTS tree: built
  • Root Buffer: clkbuf_16
  • CTS clk-pin slew, worst paths: 60 ps
  • Longest Clk Path Bufs: 3
  • CTS HTree Levels: 4
  • Cts repair resizes: 0
  • CTS Hold Buffers Added: 0

STA
  • Max Clock Freq: 64.0 MHz
  • Hold Slack: 601 ps
  • Worst-margin pin slew: 1080 ps
  • Relative slew slack: 27.7%
  • Hold Fails Final Rpt: 0
  • Period minus WS final: 15620 ps
  • Post-layout period usage of the worst path: 62.5%
  • Setup TNS: 0 ps
  • Clk_skew: 28.4 ps
  • Worst setup slack after layout: 9380 ps
  • Fin. max-slew vios: 0
  • RSZ-0062 raised after global routing: false
  • # setup viols final: 0

Logic synthesis
  • Yosys stat cell total: 5485
  • Top_reg_cell synth: edfxtp_1
  • Distinct cells, synth: 66
  • Synth Instances: 5485
  • Synth area leaders: edfxtp_1 64%, mux4_2 17%, a221oi_1 3.2%, mux2i_1 2.0%, mux2_2 2.0%
  • Yosys chip area: 96100 um2
  • Cell type with the largest total area: edfxtp_1
  • Ys async rst share: 0%
  • Area share, top type: 64.0%
  • Synth Register Bits: 2080
  • Post-synth tally of flip-flops with integrated enable: 2048
  • Synth warn: 1
  • Synth top cell by count: edfxtp_1
  • Synth top cells by count: 2048 x edfxtp_1, 722 x mux4_2, 422 x nor2_1
  • Area of the mapped netlist: 96100 um2
  • Sequential share of the synthesized area: 64.7%
  • Mean post-synth cell area: 17.5 um2

Die
  • Die Y: 440 um
  • Chip Area: 194000 um2
  • Rows: 160
  • I/O pin total: 168
  • FP Util: 50.4%
  • Core box area: 191000 um2
  • Die W: 440 um

Power and ir drop
  • Leakage: 34.6 nW
  • Power Density: 72.3 nW/um2
  • Maximum VDD drop: 0.0624 mV

Place
  • Gpl congestion: 1.01
  • I/O Buffers: 115
  • Pre-CTS WS: 9330 ps
  • Post-DP HPWL: 219000 um

Worst setup path
  • Startpoint types: input port
  • Setup CP Type: in -> out
  • Arr. time, crit path: 10620 ps
  • Worst Path Required: 20000 ps
  • Crit-path max FO: 46
  • CP endpoint kind: output pin

Finish
  • # fillers: 14100
  • Layout cells sized above 1: 29.6%
  • Synth-to-layout area growth: 13.3%

Flow run
  • Tool warnings: 79
  • Max-cap violation count: 0

Min path
  • Worst min path class: reg -> reg
state kept, by name, summed over array words and instances (netlist names):
name / count
mem: 2048
data_rdata_o: 32
worst max-delay path, cell delays in order:
cell	delay, ps
buf_8	420
buf_4	680
buf_4	700
buf_4	520
buf_4	550
buf_4	460
mux4_2	290
mux2i_1	130
o21ai_0	650
o22ai_1	180
nor2_1	340
clkdlybuf4s50_1	540
kinds of logic after synthesis:
group / Yosys count / share of synthesized area [%]
AOI/OAI and AO/OA: 1195 / 9.31
muxes: 1088 / 21.0
buffers and inverters: 498 / 2.43
DFF: 2080 / 64.7
and+or+nand+nor: 624 / 2.65
final cells by class:
type,instances,area [um2],share of cell area [%]
antenna,19,47.5,0.0436
clock buffer,268,5790,5.32
clock inverter,135,1440,1.32
inverter,6,40.0,0.0368
multi-input combinational,2907,31800,29.2
sequential,2080,62100,57.0
tap,2511,3140,2.88
timing repair buffer,572,4540,4.16
cell usage in the layout, fill, tap and decap left out, drive strengths merged, types with 23 or more instances in the layout:
master and instances:
dfxtp 32, clkdlybuf4s50 72, a221oi 347, a21oi 115
o21ai 151, o22ai 105, mux4 722, buf 500
nand2 127, mux2 172, o22a 25, mux2i 194
nor2 422, a22o 67, bufinv 30, clkbuf 268
a221o 36, edfxtp 2048, o211ai 23, a31oi 35
clkinv 95, a22oi 182
stage by stage:
step                power [mW]  area, um2  cells  utilization (%)
finish                    7.87     109000   8498             57.2
global route              8.04     109000   8484             57.1
CTS                       7.88     109000   8479             57.1
detailed placement        4.61     102000   8076             53.3
global placement          4.61     102000   8076             53.3
floorplan                 4.28      96100   5485                -
where the power goes:
group | internal (mW) | switching, mW | total [mW] | leakage, nW
Sequential | 3.84 | 0.0108 | 3.85 | 18.7
Clock | 1.94 | 1.37 | 3.32 | 3.54
Combinational | 0.244 | 0.467 | 0.710 | 12.4
Total | 6.02 | 1.85 | 7.87 | 34.6
worst paths after layout:
check,from,to,slack [ps],depth (start not counted)
worst max-delay path,instr_addr_i[2],instr_rdata_o[17],9380,12
worst min-delay path,data_rdata_o[0]$_SDFFE_PN0P_,data_rdata_o[0]$_SDFFE_PN0P_,600,2
worst max register to register,mem[60][4]$_DFFE_PP_,data_rdata_o[4]$_SDFFE_PN0P_,22300,5
worst min register to register,data_rdata_o[0]$_SDFFE_PN0P_,data_rdata_o[0]$_SDFFE_PN0P_,600,2
routing by layer:
metal | wire length [um] | global-route usage, %
met2 | 156000 | 55.3
met5 | 1810 | 6.80
met1 | 103000 | 49.0
met4 | 23300 | 19.4
met3 | 67900 | 33.0
No activity file was given, so power comes from the tool's default toggle rates.
