`flow/design.v`:
```
module Interrupt_Controller(
    input CLK,
    input arstn_i,
    input [31:0] mie,
    input [31:0] int_req,
    input INT_RST,
    output [31:0] mcause,
    output logic [31:0] int_fin,
    output logic INT_o
    );
    logic [4:0] count;
    logic buffer;
    logic interrupt;
    assign mcause = { 27'h4000000, count };
    assign interrupt = mie[count] & int_req[count];
    always_ff @( posedge CLK ) begin
        if ( !arstn_i ) begin
            count <= 5'd0;
            buffer <= 1'd0;
            int_fin <= 32'd0;  
            INT_o <= 1'b0;
        end else
        if ( INT_RST ) begin
            int_fin[count] <= interrupt & INT_RST;
            count <= 5'd0;
            buffer <= 1'd0;
        end else begin  
            if ( !interrupt ) 
                count <= count + 1'b1;
            else begin     
                INT_o <= buffer ^ interrupt;
                buffer <= interrupt;
            end
        end
    end
endmodule
```
`flow/run.sh`:
```
#!/bin/bash
# OpenROAD 26Q1-2900-gdf79404cd8, Yosys 0.63+post, stock flow scripts
make -C /OpenROAD-flow-scripts/flow DESIGN_CONFIG=/design/flow/config.mk WORK_HOME=/design/flow/orfs finish
```
`flow/config.mk`:
```
export PLATFORM = sky130hd
export DESIGN_NAME = Interrupt_Controller
export DESIGN_NICKNAME = Interrupt_Controller
export VERILOG_FILES = /design/flow/design.v
export SDC_FILE = /design/flow/constraint.sdc
export NUM_CORES = 4
export LEC_CHECK = 1
export CORE_UTILIZATION = 40
```
`flow/constraint.sdc`:
```
current_design Interrupt_Controller

set clk_period 5.3
set clk_io_pct 0.2

create_clock -name clk0 -period $clk_period [get_ports {CLK}]

set non_clock_inputs [all_inputs -no_clocks]
set_input_delay [expr $clk_period * $clk_io_pct] -clock clk0 $non_clock_inputs
set_output_delay [expr $clk_period * $clk_io_pct] -clock clk0 [all_outputs]
```
==> results.py <==
# Synthesis and PnR figures
metrics = {
    "logic_synthesis": {
        "ys_seq_share_pct": 30.0,
        "ys_area_mm2": 0.00260,
        "synth_cells": 310,
        "ys_top_logic_family": "AND-OR/OR-AND gates",
        "synth_xor_xnor_area_share_pct": 1.64,
        "edf_count": 0,
        "synth_flops": 39,
        "largest_area_cell": "dfxtp_1",
        "syn_area_per_cell_um2": 8.39,
        "synth_top_flop_cell": "dfxtp_1",
        "muxShareOfSynthArea_pct": 0.385,
        "top_cell_area_share_pct": 30.0,
        "ys_async_sr_fraction_pct": 0,
        "ys_sh_aoi_pct": 31.7,
        "yosysCellCount": 310,
        "netlist-cell-type-count": 48,
        "yosysWarnings": 1,
        "ys_sh_adder_pct": 2.41,
        "area_leaders": "dfxtp_1 (30%), o211ai_1 (11%), buf_4 (8.7%)",
        "synth_area_mm2": 0.00260,
        "synthSimpleGateAreaFrac_pct": 20.2,
    },
    "critical_path": {
        "critPathKind": "reg2reg",
        "crit_chain": "inv_1, ha_1, and2b_1, xnor2_1, nor3_1, o21ai_1, buf_4, o41ai_1, a21oi_1",
        "worst_ep_required_time_ns": 5.51,
        "crit_slowest_cell": "dfxtp_1",
        "end_kind": "register",
        "worstPathArrival_ns": 3.14,
        "worst_setup_path_start_kind": "register",
        "cp_slowest_stage_delay_ns": 0.78,
        "r2r_slack_ns": 2.37,
        "path_max_fanout": 18,
    },
    "timing": {
        "fin_crit_sh_pct": 55.2,
        "fmax_ghz": 0.342,
        "rsz0062_at_grt": "no",
        "finalCriticalPeriod_ns": 2.93,
        "holdWs_ns": 0.469,
        "finalSetupTns_ns": 0,
        "tightest_slew_ns": 0.710,
        "setup_slack_ns": 2.37,
        "finalHoldViolations": 0,
        "slew_violations": 0,
        "skew_ns": 0.00423,
        "max_slew_margin_pct": 52.6,
        "setup_viol_count_final": 0,
    },
    "clocking": {
        "clk_latency_ns": 0.28,
        "cts_max_level": 2,
        "postCtsHoldBufs": 0,
        "cts.reportedPaths.clkPinSlew_ns": 0.07,
        "cts.sinks": 39,
        "cts_max_path_buffers": 2,
        "cts_tree": "done",
        "cts_root_buf": "clkbuf_8",
        "post_cts_resized": 0,
        "numCtsBuffers": 5,
        "cts_setup_buffers": 0,
    },
    "job": {
        "drv_cap": 0,
        "tool_warnings": 30,
    },
    "global_route": {
        "grt.total_usage_pct": 22.6,
        "grt-ovfl-total": 0,
        "grt_pass1_vias": 2436,
        "antenna_found_initial": 0,
        "grt_pass1_wl_mm": 11.8,
        "grt_max_degree": 40,
    },
    "route": {
        "first_pass_iters": 4,
        "vias_per_cell": 5.47,
        "drt_iter0_markers": 116,
        "routedWlPerCell_um": 14.8,
        "vias": 2646,
        "n_antenna_cell": 0,
        "antenna_violating_nets_post_route": 0,
        "drc": 0,
        "totalWireLength_mm": 7.16,
    },
    "die": {
        "core-area_mm2": 0.00631,
        "rows": 29,
        "fp_util_pct": 41.2,
        "die_w_um": 82.6,
        "die_h_um": 82.6,
        "io-pin-count": 132,
        "die_area_mm2": 0.00683,
    },
    "finish": {
        "final_core_util_pct": 57.5,
        "fillers": 569,
        "syn2layout_area_growth_pct": 39.6,
        "fin_cells": 484,
        "layout-drive-gt1-share_pct": 7.86,
    },
    "worst_hold_path": {
        "hold_class": "reg2reg",
    },
    "placed_design": {
        "place_ws_ns": 2.22,
        "hpwlAfterDp_mm": 5.42,
        "dp_cells": 476,
        "gp_congestion": 0.804,
        "io_buffers": 104,
    },
    "pwr": {
        "powerDensity_mw_per_mm2": 174,
        "irDropWorstVdd_v": 0.000120,
        "p_leak_nw": 1.24,
    },
    "status": {
        "outcome": "complete, no violations",
    },
}
[final timing paths]
path	startpoint	endpoint	cells after the start
hold / removal	buffer	INT_o	1
setup reg to reg	count[1]	int_fin[12]	9
setup / recovery	count[1]	int_fin[12]	9
hold reg to reg	buffer	INT_o	1
[kinds of logic (layout without fill, tap and decap cells)]
kind of cell               count (synthesis)  in the layout
buffers and inverters                     51            123
xor gates and xnor gates                   4              4
muxes                                      1              1
DFF                                       39             39
and+or+nand+nor                          101            101
adders and majority gates                  5              5
other                                      2             27
AOI/OAI and AO/OA                        107            107
[metal layers]
metal / track usage [%] / wire (um) / vias up
met1: 33.1 / 3370 / 1225
met5: 0 / 0 / -
met3: 3.68 / 432 / 4
met4: 2.76 / 37 / 0
li1: - / - / 1315
met2: 36.2 / 3310 / 102
[through the flow]
| step | total power (W) | instance area (um2) |
|---|---|---|
| after floorplan | 0.000396 | 2700 |
| after global placement | 0.000451 | 3550 |
| after detailed placement | 0.000451 | 3550 |
| after CTS | 0.000640 | 3630 |
| after global routing | 0.000668 | 3630 |
| final | 0.000633 | 3630 |
[cell usage after synthesis (7+ instances only)]
library cell,count
a21oi_1,8
o31ai_1,19
clkbuf_1,7
o211ai_1,38
dfxtp_1,39
or3_1,9
o31ai_2,9
o21ai_0,9
buf_4,30
nand2_1,43
nor3_1,9
nor2_1,8
[area by class of cell]
| type | instances | area (um2) | area share [%] |
|---|---|---|---|
| clock inverters | 1 | 5.00 | 0.138 |
| clock buffers | 7 | 76.3 | 2.10 |
| repair buffers | 110 | 1090 | 29.9 |
| multi-input cells | 245 | 1570 | 43.2 |
| inverters | 5 | 18.8 | 0.517 |
| well taps | 77 | 96.3 | 2.65 |
| flip-flops and latches | 39 | 781 | 21.5 |
[critical path, delay by kind of cell (launching register included)]
family | cells | cell delay (ns)
AND-OR/OR-AND | 3 | 0.82
buffers and inverters | 2 | 0.49
adder cells (fa/ha/maj) | 1 | 0.29
flip-flops | 1 | 0.78
XOR/XNOR | 1 | 0.19
AND/OR/NAND/NOR | 2 | 0.29
[sequential cells by signal, indices dropped and copies added, names as in the netlist]
signal / flops
int_fin: 32
count: 5
INT_o: 1
buffer: 1
[placed cells by master (no fill, tap or decap), drive strengths merged, types with 3 or more instances in the layout]
cell | synthesis | routed
or3 | 9 | 9
clkbuf | 7 | 7
nand3b | 4 | 4
nor2 | 8 | 8
o211ai | 38 | 38
a21oi | 8 | 8
xnor2 | 3 | 3
inv | 5 | 5
nand2 | 44 | 44
a31oi | 3 | 3
nor3 | 10 | 10
o31ai | 28 | 28
nand4b | 4 | 4
dfxtp | 39 | 39
conb | 2 | 27
nand3 | 7 | 7
nand4 | 4 | 4
clkdlybuf4s50 | 0 | 104
o21ai | 16 | 16
buf | 39 | 6
ha | 5 | 5
[power by group]
part / switching [W] / leakage [nW] / internal (W)
combinational: 0.0000744 / 0.881 / 0.0000718
clock: 0.0000964 / 0.0422 / 0.0000923
sequential: 0.00000316 / 0.314 / 0.000295
total: 0.000174 / 1.24 / 0.000459
Power figures rest on the tool's default switching activity, not on a simulated workload.
