==> flow/design.v <==
module Control_Status_Registers (
    input CLK,
    input arstn_i,
    input [ 31 : 0 ] PC,
    input [2:0]  OP,
    input [11:0] A,
    input [31:0] WD,
    input [31:0] mcause,
    output [31:0] mie,
    output [31:0] mtvec,
    output [31:0] mepc,
    output logic [31:0] RD
    );
    logic [31:0] CSRop;
    logic mie_en;
    logic mtvec_en;
    logic mepc_en;
    logic mscratch_en;
    logic mcause_en;
    logic [31:0] mie_reg;
    logic [31:0] mtvec_reg;
    logic [31:0] mepc_reg;
    logic [31:0] mscratch_reg;
    logic [31:0] mcause_reg;
    assign mie = mie_reg;
    assign mtvec = mtvec_reg;
    assign mepc = mepc_reg;
    always_comb begin
        case ( A )
            12'h304: RD <= mie_reg;
            12'h305: RD <= mtvec_reg;
            12'h340: RD <= mscratch_reg;
            12'h341: RD <= mepc_reg;
            12'h342: RD <= mcause_reg;
            default: RD <= 32'd0;
        endcase
        case ( OP[1:0] )
            2'd0: CSRop <= 32'd0;
            2'd1: CSRop <= WD;
            2'd2: CSRop <= WD | RD;
            2'd3: CSRop <= ~WD & RD;
        endcase
        mie_en <= 1'b0;
        mtvec_en <= 1'b0;
        mscratch_en <= 1'b0;
        mepc_en <= 1'b0;
        mcause_en <= 1'b0;
        case ( A )
                12'h304: mie_en <= OP[1] | OP[0];
                12'h305: mtvec_en <= OP[1] | OP[0];
                12'h340: mscratch_en <= OP[1] | OP[0];
                12'h341: mepc_en <= OP[1] | OP[0];
                12'h342: mcause_en <= OP[1] | OP[0];
            endcase
       if (OP[2]) begin
            mepc_en <= 1;
            mcause_en <= 1;
       end
    end
    always_ff @( posedge CLK ) begin
        if ( !arstn_i ) begin
            mie_reg <= 32'd0;
            mtvec_reg <= 32'd0;
            mepc_reg <= 32'd0;
            mscratch_reg <= 32'd0;
            mcause_reg <= 32'd0;
        end else begin
            if ( mie_en ) begin
                mie_reg <= CSRop;
            end
            if ( mtvec_en ) begin
                mtvec_reg <= CSRop;
            end
            if ( mscratch_en ) begin
                mscratch_reg <= CSRop;
            end
            if ( mepc_en ) begin
                if ( OP[2] )
                    mepc_reg <= PC;
                else
                    mepc_reg <= CSRop;
            end
            if ( mcause_en ) begin
                if ( OP[2] )
                    mcause_reg <= mcause;
                else
                    mcause_reg <= CSRop;
            end
        end                    
    end   
endmodule
==> flow/run.sh <==
#!/bin/bash
# OpenROAD 26Q1-2900-gdf79404cd8, Yosys 0.63+post, stock flow scripts
make -C /OpenROAD-flow-scripts/flow DESIGN_CONFIG=/design/flow/config.mk WORK_HOME=/design/flow/orfs finish
==> flow/config.mk <==
export PLATFORM = sky130hd
export DESIGN_NAME = Control_Status_Registers
export DESIGN_NICKNAME = Control_Status_Registers
export VERILOG_FILES = /design/flow/design.v
export SDC_FILE = /design/flow/constraint.sdc
export NUM_CORES = 4
export LEC_CHECK = 1
export CORE_UTILIZATION = 30
==> flow/constraint.sdc <==
current_design Control_Status_Registers

set clk_period 8.7
set clk_io_pct 0.2

create_clock -name clk0 -period $clk_period [get_ports {CLK}]

set non_clock_inputs [all_inputs -no_clocks]
set_input_delay [expr $clk_period * $clk_io_pct] -clock clk0 $non_clock_inputs
set_output_delay [expr $clk_period * $clk_io_pct] -clock clk0 [all_outputs]
==> impl_metrics.ini <==
; generated from flow reports
[status]
status = finished, final reports clean

[drt]
ant_nets = 0
route.detailed.drc = 0
vias = 9797
firstDrtPassIters = 5
drt-initial-drc-count = 859
drt-total-wl_mm = 37.62
via_per_inst = 5.756
drt-wirelength-per-cell_um = 22.10

[synthesis]
yosys_warnings = 1
logic_family = AND-OR/OR-AND gates
synth.distinct_cells = 64
synth.area.mux_share_pct = 2.286
synth.avg_cell_area_um2 = 8.444
yosys.stat.seqShare_pct = 33.63
yosys_cells = 1128
synth.cellmix.simpleShare_pct = 22.23
top_cell_area_share_pct = 33.63
ys_top_cells_by_area = dfxtp_1, nand2_1, a21oi_1
ff_type = dfxtp_1
synth_area_um2 = 9525
xor_area_share_pct = 4.322
fa_ha_area_share_pct = 0
post-synth-top-area-cell = dfxtp_1
ys_sh_aoi_pct = 31.68
async_reset_ff_share_pct = 0
yosysChipArea_um2 = 9525
ys.flops = 160
synth_cells = 1128
edf_count = 0

[worst_setup_path]
path_cells = clkdlybuf4s50_1 -> or4_4 -> nor2_4 -> a22o_1 -> a22o_1 -> clkdlybuf4s50_1
crit_arrival_ps = 4940
cp.required_ps = 6960
slowest_stage = or4_4
cpLargestDelayFamily = simple AND/OR/NAND/NOR gates
path_class = in -> out
setup.worst_path.start_class = primary input
cp-end-kind = output port
path_buffers = 2
path_max_fanout = 41
critPathMaxStageDelay_ps = 870

[place]
gp_congestion = 0.8892
place_inst = 1669
dp_hpwl_mm = 25.46
io_buffers = 240

[clock_network]
clk_latency_ps = 440
cts_buffers = 17
cts_tree = yes
clock-sinks = 160
cts_max_path_buffers = 2
htreeDepth = 4
root_buffer = clkbuf_16
ctsResizeCount = 0
path_clk_slew_ps = 60
cts_setup_buffers = 0
hold_buffers = 0

[power_and_ir_drop]
cellPowerDensity_nw_per_um2 = 144.1
leakagePower_nw = 4.483
ir_drop_mv = 0.1375

[flow_run]
cap_violations = 0
warning_count = 25

[global_routing]
grt_overflow_total = 0
first_global_vias = 9544
grt_pass1_wl_mm = 57.70
antenna_found_initial = 2
grt_max_degree = 66
track_usage_pct = 23.26

[layout]
drive_above_1_share_pct = 10.88
syn2layout_area_growth_pct = 33.21
finalNonFillerCells = 1702

[floorplanning]
ios = 241
initial_utilization_pct = 30.82
die_w_um = 180.2
die_area_um2 = 32470
num_rows = 64
core-area_um2 = 30910
die_y_um = 180.2

[sta]
relSlewSlack_pct = 32.15
clock_skew_ps = 10.36
max_slew.worst_pin.slew_ps = 992.0
setup-violations-final = 0
setup_tns_ps = 0
min_period_ps = 6685
hold_slack_ps = 471.1
drv_slew = 0
fin_crit_sh_pct = 76.83
rsz0062_at_grt = false
fmax_ghz = 0.1496
finalHoldViolCount = 0

[hold_path]
hp-class = reg -> reg
## worst register-to-register path: stages (launching register included)
cell and delay [ps]:
dfxtp_1 380, nand3b_1 120, a2111oi_0 910, a2111o_1 210, nand2_1 180, nor2_1 200
o221a_2 200
## Yosys cell counts (7+ instances only)
cell type  instances
dfxtp_1          160
nand2_1          140
a21oi_1           91
clkbuf_1          76
nor2_1            69
o21ai_0           54
a22oi_1           31
xor2_1            31
a31oi_1           29
nand2b_1          28
buf_2             26
nand3b_1          21
nand3_1           20
o221a_2           20
a221oi_1          18
nor2b_1           18
o211a_1           18
a2111oi_0         16
and2_1            16
o32ai_1           16
xnor2_1           16
mux2i_1           15
o211ai_1          15
o221ai_1          15
o22ai_2           15
o31ai_1           15
nor4b_2           12
a2111o_1          10
a211o_1           10
nand4b_1          10
o21a_1            10
or4bb_1            8
buf_1              7
## report_power, final
| part | internal, mW | switching [mW] | leakage, nW |
|---|---|---|---|
| Clock | 0.465 | 0.341 | 0.300 |
| Combinational | 0.113 | 0.140 | 2.88 |
| Sequential | 0.754 | 0.0149 | 1.30 |
## metal layers
metal	wire, um	GRT usage (%)	up-vias
li1	-	-	4565
met1	16830	34.14	4675
met2	16570	34.48	510
met3	3382	6.278	45
met4	828	5.231	2
met5	13	0	-
## per-stage QoR
| stage | power [mW] | setup WS (ps) | cell area [um2] | utilization [%] |
|---|---|---|---|---|
| floorplan | 0.9074 | 3646 | 9525 | - |
| global placement | 1.034 | 2135 | 12070 | 39.04 |
| detailed placement | 1.034 | 2101 | 12070 | 39.04 |
| CTS | 1.835 | 2095 | 12690 | 41.04 |
| global route | 1.889 | 1930 | 12690 | 41.05 |
| finish | 1.828 | 2015 | 12690 | 41.05 |
## path summary, 6_finish.rpt
path	startpoint	endpoint	slack, ps	cells past startpoint
worst max-delay path	A[5]	RD[30]	2020	6
worst max register to register	mepc_reg[14]	mcause_reg[14]	6440	6
worst min register to register	mtvec_reg[2]	mtvec_reg[2]	470	2
worst min-delay path	mtvec_reg[2]	mtvec_reg[2]	470	2
## cells by family (layout without fill, tap and decap cells)
group	Yosys count	in the layout
other cells	0	1
mux	21	21
xor+xnor	47	47
compound gates	405	405
flops	160	160
simple gates	371	371
buf+inv	124	301
## placed cells by master (no fill, tap or decap), types with 20 or more instances in the layout
cell,Yosys,final
buf_4,6,26
dfxtp_1,160,160
a21oi_1,91,91
nand2_1,140,140
a31oi_1,29,28
nor2_1,69,68
clkdlybuf4s50_1,0,235
nand3_1,20,20
o221a_2,20,20
nand2b_1,28,28
xor2_1,31,31
a22oi_1,31,31
o21ai_0,54,54
nand3b_1,21,21
## area by class of cell
| type | count | area [um2] |
|---|---|---|
| fill | 3019 | 18220 |
| multi-input combinational | 844 | 5787 |
| sequential | 160 | 3203 |
| timing repair buffer | 265 | 2567 |
| tap | 396 | 495.5 |
| clock buffer | 18 | 439.2 |
| clock inverter | 14 | 178.9 |
| inverter | 4 | 15.01 |
| antenna | 1 | 2.502 |
No activity file was given, so power comes from the tool's default toggle rates.
